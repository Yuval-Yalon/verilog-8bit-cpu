==> design/flow/design.v <==
module alu8 (
  input [7:0] a,
  input [7:0] b,
  input [2:0] alu_op,
  output reg [7:0] result,
  output z_flag,
  output reg c_flag
);
  localparam OP_ADD = 3'b000, OP_SUB = 3'b001, OP_AND = 3'b010, OP_OR = 3'b011, OP_XOR = 3'b100, OP_SHL = 3'b101, OP_SHR = 3'b110, OP_MOV = 3'b111;  
  always @(*) begin
    case(alu_op)
      OP_ADD: result = a + b;
      OP_SUB: result = a - b;
      OP_AND: result = a & b;
      OP_OR: result = a | b;
      OP_XOR: result = a ^ b;
      OP_SHL: result = a << 1;
      OP_SHR: result = a >> 1;
      OP_MOV: result = b;
    endcase
  end
  assign z_flag = (result == 8'h00);
  always @(*) begin
    c_flag = 1'b0;
    case (alu_op)
      OP_ADD: begin
        if ({1'b0, a} + {1'b0, b} > 8'hFF)
          c_flag = 1'b1;
        else
          c_flag = 1'b0;
      end
      OP_SUB: begin
        if (a < b)
          c_flag = 1'b1;
        else
          c_flag = 1'b0;
      end
      OP_SHL: begin
        c_flag = a[7];
      end
      OP_SHR: begin
        c_flag = a[0];
      end
      default: c_flag = 1'b0;
    endcase
  end
endmodule
module regfile (
  input clk,
  input we,
  input [2:0] waddr,
  input [7:0] wdata,
  input [2:0] raddr1,
  input [2:0] raddr2,
  output [7:0] rdata1,
  output [7:0] rdata2
);
  reg [7:0] registers [0:7];
  always @(posedge clk) begin
    if (we)
      registers[waddr] <= wdata;
  end
  assign rdata1 = registers[raddr1];
  assign rdata2 = registers[raddr2];
endmodule
module top (
  input clk,
  input rst_n,
  input start_cmd,
  input [2:0] op_in,
  input [2:0] rd_in,
  input [2:0] rs1_in,
  input [2:0] rs2_in,
  output reg cmd_done,
  output z_flag_out,
  output c_flag_out
);
  reg [1:0] state, next_state;
  localparam IDLE = 2'b00, EXECUTE = 2'b01, WRITEBACK = 2'b10;
  reg [2:0] op_reg;
  reg [2:0] rd_reg;
  reg [2:0] rs1_reg;
  reg [2:0] rs2_reg;
  reg rf_we;
  reg [2:0] rf_raddr1;
  reg [2:0] rf_raddr2;
  reg [2:0] rf_waddr;
  reg [2:0] alu_op_control;
  wire [7:0] rf_rdata1;
  wire [7:0] rf_rdata2;
  wire [7:0] alu_result;
  wire alu_z_flag;
  wire alu_c_flag;
  alu8 u_alu(
    .a(rf_rdata1),
    .b(rf_rdata2),
    .alu_op(alu_op_control),
    .result(alu_result),
    .z_flag(alu_z_flag),
    .c_flag(alu_c_flag)
  );
  regfile u_regfile(
    .clk(clk),
    .we(rf_we),
    .waddr(rf_waddr),
    .wdata(alu_result),
    .raddr1(rf_raddr1),
    .raddr2(rf_raddr2),
    .rdata1(rf_rdata1),
    .rdata2(rf_rdata2)
  );
  always @(posedge clk or negedge rst_n) begin
    if (!rst_n) begin
      state <= IDLE;
      op_reg <= 3'b000;
      rd_reg <= 3'b000;
      rs1_reg <= 3'b000;
      rs2_reg <= 3'b000;
    end
    else begin
      state <= next_state;
      if (state == IDLE && start_cmd == 1) begin
        op_reg <= op_in;
        rd_reg <= rd_in;
        rs1_reg <= rs1_in;
        rs2_reg <= rs2_in;
      end
    end      
  end
  always @(*) begin
    next_state = state;
    cmd_done = 1'b0;
    rf_we = 1'b0;
    rf_raddr1 = rs1_reg;
    rf_raddr2 = rs2_reg;
    rf_waddr = rd_reg;
    alu_op_control = op_reg;
    case (state)
      IDLE: begin
        if (start_cmd)
          next_state = EXECUTE;
      end
      EXECUTE: next_state = WRITEBACK;
      WRITEBACK: begin
        rf_we = 1'b1;
        cmd_done = 1'b1;
        next_state = IDLE;
      end
    endcase
  end
  assign z_flag_out = alu_z_flag;
  assign c_flag_out = alu_c_flag;
endmodule
==> design/flow/run.sh <==
#!/bin/bash
# OpenROAD 26Q1-2900-gdf79404cd8, Yosys 0.63+post, stock flow scripts
make -C /OpenROAD-flow-scripts/flow DESIGN_CONFIG=/design/flow/config.mk WORK_HOME=/design/flow/orfs finish
==> design/flow/config.mk <==
export PLATFORM = sky130hd
export DESIGN_NAME = top
export DESIGN_NICKNAME = top
export VERILOG_FILES = /design/flow/design.v
export SDC_FILE = /design/flow/constraint.sdc
export NUM_CORES = 4
export LEC_CHECK = 1
export CORE_UTILIZATION = 40
==> design/flow/constraint.sdc <==
current_design top

set clk_period 7.1
set clk_io_pct 0.2

create_clock -name clk0 -period $clk_period [get_ports {clk}]

set non_clock_inputs [all_inputs -no_clocks]
set_input_delay [expr $clk_period * $clk_io_pct] -clock clk0 $non_clock_inputs
set_output_delay [expr $clk_period * $clk_io_pct] -clock clk0 [all_outputs]
==> summary.txt <==
slowest stage cell, crit path -> or4b_1
final worst-path cycle share -> 0.906
outcome -> finished clean
CTS root buf -> clkbuf_16
detailed router's first-iteration violation count -> 211
setup TNS -> 0 ns
CTS tree -> yes
Setup Fix Bufs, Post-CTS -> 0
RSZ-0062 raised after global routing -> false
fin cells -> 553
port bufs -> 17
Worst Setup End Kind -> output pin
Relative slew margins -> 0.429
top-count cell post-synth -> edfxtp_1
synthesized area -> 0.00493 mm^2
fmax -> 155 MHz
Worst Path Max Fanout -> 14
core area -> 0.0120 mm^2
Seq/Total Area, Yosys -> 0.466
min Tclk post-route -> 6.43 ns
first-pass GRT wire length -> 17.8 mm
worst path cell trace -> buf_4 > mux4_1 > and2_1 > nor2_1 > ha_1 > nor3_1 > o31ai_1 > a21oi_1 > a221oi_1 > o31a_1 > or4b_1 > nor4_2 > clkdlybuf4s50_1
yosys cell count -> 380
CTS Sinks -> 79
post_cts resized -> 0
final hold violation count -> 0
CTS Buf Count -> 9
dpl hpwl -> 7.85 mm
largest reg by FF count -> u_regfile.registers
reg2reg end -> u_regfile.registers[3][7]$_DFFE_PP_
post-synthesis async set-or-reset flop share -> 0.190
HP Class -> flop to flop
YS chip area -> 0.00493 mm^2
ys flop type -> edfxtp_1
Post-synth regs -> 79
fp_density -> 0.411
r2r startpoint -> rs1_reg[1]$_DFFE_PN0P_
Final ANT Viol Nets -> 0
I/O Pins -> 18
initial antenna violation count -> 0
worst slew pin tran -> 0.835 ns
gr busiest metal -> met2
clock-pin slew of the registers on the worst-case setup and hold paths -> 0.06 ns
met1 usage in global routing -> 0.290
drt via density -> 5.71
max reg flops -> 64
Final Max Tran Viols -> 0
filler cell count -> 1046
top cells, area -> edfxtp_1 (39%), mux4_2 (9.6%), dfrtp_1 (7.1%)
ant diodes -> 0
R2R Setup Slk -> 2.99 ns
H-tree depth -> 3
M3 GR Usage -> 0.0786
Chip Height -> 113 um
via count -> 3159
Die Size -> 0.0128 mm^2
FF-to-FF path depth -> 11
post-place setup slack -> 1.07 ns
met2 usage -> 0.296
Design Power -> 977 uW
Arr. time, crit path -> 5.01 ns
WHS Path Cells -> 0
largest net degree at the start of global routing -> 28
Required @ worst endpoint -> 5.68 ns
Post-Route WL -> 11.1 mm
syn_area_per_cell -> 13.0 um^2
DIE WIDTH -> 113 um
GRT overflow -> 0
Crit Path Category -> flop to output pin
Post-synth EDFFs -> 64
FP Rows -> 40
leading area contributor after synthesis -> edfxtp_1
GP Congestion -> 0.888
Max-cap violations -> 0
VDD IR max -> 0.0898 mV
Max clock buf depth -> 2
Leakage -> 0.00172 uW
gr usage total -> 0.196
Inst Count DP -> 537
Top-area cell share -> 0.390
Final setup viols -> 0
Synth Warn # -> 3
Cell variety after synth -> 62
CP Launch Type -> flop
Remaining DRCs -> 0
Hold Path Origin -> state[2]$_DFF_PN0_
vias in the first global route -> 3252
Post-Syn Instances -> 380
Post-CTS Hold Fix Bufs -> 0
Hold Path End -> state[1]$_DFF_PN0_
Pwr Density -> 176 mW/mm^2
later-pin clock latency in the skew report -> 0.33 ns
top cells by instance count after synthesis -> edfxtp_1 (64), inv_1 (25), ha_1 (24)
Layout Skew -> 0.00535 ns
tool warnings -> 41
final worst slack -> 0.669 ns
drt wl/cell -> 20.1 um
share of cells above drive strength 1 -> 0.197
First-pass DRT Iterations -> 4
Largest stage delay, worst path -> 0.60 ns
hold_ws -> 0.350 ns
area grow syn2layout -> 12.7%
==> worst max path at each step <==
stage	depth (start not counted)	to	startpoint	slack [ns]
final	13	z_flag_out	rs1_reg[1]$_DFFE_PN0P_	0.67
after global routing	13	z_flag_out	rs1_reg[1]$_DFFE_PN0P_	0.46
after CTS	13	z_flag_out	rs1_reg[1]$_DFFE_PN0P_	0.70
==> area by class of cell <==
class                           count  area, um^2  share of cell area
Sequential cell                    79        2300               0.413
Timing Repair Buffer               31         275              0.0495
Tap cell                          147         184              0.0331
Clock buffer                       15         320              0.0576
Clock inverter                      1        5.00            0.000900
Multi-Input combinational cell    254        2380               0.428
Inverter                           26        97.6              0.0175
==> cells by family after synthesis <==
family                     synth area share
DFF                                   0.466
AOI/OAI and AO/OA                     0.109
muxes                                 0.202
buffers and inverters                0.0515
adders and majority gates            0.0690
xor gates and xnor gates            0.00888
and+or+nand+nor                      0.0941
==> power by group <==
group / leakage (uW) / internal, uW / switching, uW
Clock: 0.000162 / 307 / 165
Sequential: 0.000562 / 495 / 0
Combinational: 0.000992 / 6.78 / 2.95
==> stage by stage <==
stage | utilization | instance area, um^2
5_1_grt | 0.463 | 5560
6_report | 0.463 | 5560
4_1_cts | 0.463 | 5560
3_3_place_gp | 0.436 | 5240
2_1_floorplan | - | 4930
3_5_place_dp | 0.436 | 5240
==> worst max-delay path, delay by kind of cell, from the launching register on <==
family	cells	cell delay, ns
buffers and inverters	2	0.81
DFF	1	0.50
adders and majority gates	1	0.40
and+or+nand+nor	5	1.60
AOI/OAI and AO/OA	4	0.78
muxes	1	0.58
==> layer usage <==
metal	wire length [um]	share of wire	up-vias
met5	0	0	-
met4	224	0.020	0
met3	898	0.081	17
met2	5240	0.47	108
met1	4750	0.43	1525
li1	-	-	1509
==> cell usage in the layout, fill, tap and decap left out, drive strengths merged, types with 15 or more instances in the layout <==
cell type / instances
mux2: 24
inv: 26
nor2: 18
a21oi: 15
clkdlybuf4s50: 17
ha: 24
edfxtp: 64
mux4: 28
clkbuf: 15
nand2: 18
No activity file was given, so power comes from the tool's default toggle rates.
